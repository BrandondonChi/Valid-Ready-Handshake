### design/flow/run.sh
#!/bin/bash
# OpenROAD 26Q1-2900-gdf79404cd8, Yosys 0.63+post, stock flow scripts
make -C /OpenROAD-flow-scripts/flow DESIGN_CONFIG=/design/flow/config.mk WORK_HOME=/design/flow/orfs finish
### design/flow/config.mk
export PLATFORM = sky130hd
export DESIGN_NAME = master
export DESIGN_NICKNAME = master
export VERILOG_FILES = /design/flow/design.v
export SDC_FILE = /design/flow/constraint.sdc
export NUM_CORES = 4
export LEC_CHECK = 1
export CORE_AREA = 10 10 80 80
export DIE_AREA = 0 0 90 90
### design/flow/constraint.sdc
current_design master

set clk_period 2.0
set clk_io_pct 0.2

create_clock -name clk0 -period $clk_period [get_ports {clk}]

set non_clock_inputs [all_inputs -no_clocks]
set_input_delay [expr $clk_period * $clk_io_pct] -clock clk0 $non_clock_inputs
set_output_delay [expr $clk_period * $clk_io_pct] -clock clk0 [all_outputs]
### design/flow/design.v
module master#( parameter WIDTH = 8)(
	input clk,
	input rst_n,
	input en,
	input ready,
	input [WIDTH-1:0] m_data_in,
	output reg [7:0] addr,
	output reg [WIDTH-1:0] m_data_out,
	output reg valid
);
	always @(posedge clk or negedge rst_n) begin
		if (!rst_n) begin
			m_data_out <= {WIDTH{1'b0}};
		end
		else if (valid & ready) begin
			m_data_out <= m_data_in; 
		end
		else begin
			m_data_out <= m_data_out;
		end
	end
	always @(posedge clk or negedge rst_n) begin
		if (!rst_n) begin
			valid <= 1'b0;
		end
		else begin
			valid <= en;
		end
	end
    always @(posedge clk or negedge rst_n) begin
        if(!rst_n)begin
            addr<=8'b0;
        end
        else begin
			if (addr==8'h30) 
            	addr<=8'b0;
			else if ((addr<8'h30)&(valid & ready) )
				addr<=addr+8'b1;
			else addr<=addr;
		end  
    end	
endmodule
==> GITHUB_STEP_SUMMARY <==
### Yosys + OpenROAD results

| Metric | Value |
|---|---|
| Status | `completed` |
| Initial antenna violation count | `0` |
| Seq/Total Area, Yosys | `about three fifths` |
| Via count | `527` |
| Hold-fix buffer count after cts | `0` |
| Chip area in the Yosys report | `693 µm²` |
| WL/cell | `roughly 12 µm` |
| Ratio of cells with drive above 1 in the final layout | `a little over a fifth` |
| WL final | `1770 µm` |
| Mapped Area | `693 µm²` |
| Congestion Overflow GR | `0` |
| Core ar. | `4720 µm²` |
| Power density cells | `1010 nW/µm²` |
| Via/cell ratio | `3.56` |
| PortBufs | `28` |
| Syn avg cell area | `14.1 µm²` |
| CTS Buffer Depth | `2` |
| WP data arrival | `1.84 ns` |
| Area delta synth->final | `60.1%` |
| Synthesis warning total | `1` |
| Layout Skew | `about 0.0073 ns` |
| Post-DP HPWL | `1470 µm` |
| Max Clk Rate | `between 500 and 600 MHz` |
| Post-route cell area | `1110 µm²` |
| Worst slew pin tran | `0.362 ns` |
| RSZ-0062 raised after global routing | `no` |
| Tool warnings | `26` |
| Global-route wire length before repair | `3030 µm` |
| Clock tree root driver cell | `clkbuf_8` |
| Final Cycle Share | `85.3%` |
| Die area | `8100 µm²` |
| Top cell excl fill/tap | `clkdlybuf4s50_1` |
| Reg2Reg Setup Slack | `0.50 ns` |
| Max_cap viols | `0` |
| Worst setup EP type | `flop` |
| Hold path depth | `0` |
| # diodes | `0` |
| Cell leakage power | `0.460 nW` |
| DR pass1 iterations | `4` |
| Largest net degree at the start of global routing | `18` |
| Tmin final | `1.71 ns` |
| CTS Sinks | `17` |
| Io pins | `29` |
| GRT Util Overall | `4.49%` |
| WS Path Type | `primary input to flop` |
| Vias in the first global route | `577` |
| Gp weighted congestion | `0.716` |
| Most frequent cells in the layout | `clkdlybuf4s50_1, dfrtp_1, mux2_2, nand2_1, clkbuf_8` |
| FP Util | `14.7%` |
| Total power | `1.12 mW` |
| 1st-iter DRT viols | `17` |
| CTS tree | `yes` |
| Fin. Hold Viols | `0` |
| Worst setup SP type | `primary input` |
| Post_cts resized | `0` |
| Required @ worst endpoint | `2.13 ns` |
| Placed cell areas | `1060 µm²` |
| Worst Hold Class | `flop to flop` |
| Gate Count Post-Synth | `49` |
| Number of fillers in the final layout | `489` |
| Die Ht | `90 µm` |
| Core Rows | `25` |
| Clock Pin Slew Worst Setup and Hold Paths | `~0.060 ns` |
| # DRC | `0` |
| Slew headroom | `75.8%` |
| Clock buffer count from CTS | `3` |
| Setup TNS after final layout | `0 ns` |
| Post-synth regs | `17` |
| Setup bufs post-CTS | `0` |
| DP Cell Count | `between 100 and 150` |
| Number of distinct library cells after synthesis | `18` |
| Crit-path max FO | `4` |
| Max-slew violations | `0` |
| Finished Layout Cells | `148` |
| Max rail drop VDD | `0.271 mV` |
| Post-DRT Antenna Nets | `0` |
| Hold Slack | `roughly 0.47 ns` |
| Post-synthesis cell count from yosys | `49` |
| R2R depth | `4` |
| # H-tree levels | `1` |
| Final setup vio count | `0` |
| Die Wd | `90 µm` |
| Clk latency late pin | `0.25 ns` |
| Core Util, Final | `23.5%` |
| DP Worst Slack | `0.0418 ns` |
| Worst Slack Setup Final | `approximately 0.29 ns` |
[cells in the mapped netlist (all sizes together)]
library cell	count	area share, %
nand2	4	3.2
dfrtp	17	61
a2111oi	1	2.2
a32o	1	1.4
xor2	1	1.3
nor4	1	0.90
mux2	9	15
mux2i	1	1.4
o21ai	1	0.72
nand3	2	1.4
ha	2	3.6
a2111o	1	1.6
nor2	1	0.90
clkbuf	2	1.1
inv	2	1.1
xnor2	1	1.3
nand4	2	1.8
[registers in the layout, summed over array words and instances, names as in the netlist]
register,flops
m_data_out,8
addr,8
valid,1
[worst paths after layout]
check,start,endpoint
min in group asynchronous,rst_n,m_data_out[2]
hold reg to reg,addr[6],addr[6]
setup reg to reg,addr[2],addr[1]
setup / recovery,ready,addr[1]
max in group asynchronous,rst_n,addr[6]
hold / removal,addr[6],addr[6]
[routing by layer]
layer  track usage [%]  vias to the layer above  part of all wire, %
met2              7.63                       20                   48
met4             0.265                        0                 0.28
li1                  -                      240                    -
met5                 0                        -                    0
met3              1.93                        2                  7.6
met1              5.39                      265                   44
[power by group]
part	internal, mW	switching [mW]	total, mW
registers	0.428	0.107	0.535
logic	0.243	0.0906	0.334
clock network	0.141	0.113	0.254
[logic make-up (layout without fill, tap and decap cells)]
family | Yosys count | after routing | synth area share, %
xor gates and xnor gates | 2 | 2 | 2.53
muxes | 10 | 10 | 16.1
DFF | 17 | 17 | 61.4
adders and majority gates | 2 | 2 | 3.61
and+or+nand+nor | 10 | 10 | 8.30
buffers and inverters | 4 | 36 | 2.17
AOI/OAI and AO/OA | 4 | 4 | 5.96
[worst max-delay path, cell delays in order]
cell,delay [ns]
clkdlybuf4s50_1,0.50
nand2_4,0.07
a2111o_1,0.45
nand2_1,0.09
mux2_2,0.33
[layout make-up]
class	instances	area [µm²]	share of cell area, %
inverters	2	7.51	0.676
clock buffers	4	45.0	4.06
repair buffers	30	295	26.6
flip-flops and latches	17	425	38.3
multi-input cells	28	253	22.8
well taps	67	83.8	7.55
Power is estimated from default activity; no workload was simulated.
