### ./design.v
module slave#( parameter WIDTH = 8)(
	input clk,
	input rst_n,
	input en,
	input valid,
	input [WIDTH-1:0] data_in,
	output reg ready,
	output reg [WIDTH-1:0] data_out
);
	always @(posedge clk or negedge rst_n) begin
		if (!rst_n) begin
			ready <= 1'b0;
		end
		else begin
			ready <= en;
		end
	end
    always@ (posedge clk or negedge rst_n) begin
        if (!rst_n)
            data_out <= {WIDTH{1'b0}};                 
        else if (ready && valid)
            data_out <= data_in;              
        else 
            data_out <= {WIDTH{1'b1}};
    end      
endmodule
### ./run.sh
#!/bin/bash
# OpenROAD 26Q1-2900-gdf79404cd8, Yosys 0.63+post, stock flow scripts
make -C /OpenROAD-flow-scripts/flow DESIGN_CONFIG=/design/flow/config.mk WORK_HOME=/design/flow/orfs finish
### ./config.mk
export PLATFORM = sky130hd
export DESIGN_NAME = slave
export DESIGN_NICKNAME = slave
export VERILOG_FILES = /design/flow/design.v
export SDC_FILE = /design/flow/constraint.sdc
export NUM_CORES = 4
export LEC_CHECK = 1
export CORE_AREA = 10 10 70 70
export DIE_AREA = 0 0 80 80
### ./constraint.sdc
current_design slave

set clk_period 1.0
set clk_io_pct 0.2

create_clock -name clk0 -period $clk_period [get_ports {clk}]

set non_clock_inputs [all_inputs -no_clocks]
set_input_delay [expr $clk_period * $clk_io_pct] -clock clk0 $non_clock_inputs
set_output_delay [expr $clk_period * $clk_io_pct] -clock clk0 [all_outputs]
==> qor.yml <==
critPathTopFamily: "flip-flops"
numCtsBuffers: 3
yosys_area_um2: 295
fin_skew_ns: 0.00436
finalCriticalPeriod_ns: 0.943
relSlewSlack_pct: 74.7
synthCells: 19
htreeDepth: 1
area_leaders: "dfrtp_1 (76%), nand3b_1 (20%), buf_2 (1.7%), clkbuf_2 (1.7%)"
antenna_found_initial: 0
io_buffers: 20
instances_no_fill: 88
p_leak_nw: 0.191
p_int_mw: 0.588
clkTransAtPathRegs_ns: 0.06
yosysCellCount: 19
clock-sinks: 9
openroad.warnings: 25
cts_tree: "built"
io_pins: 21
routabilityCongestion: 0.753
grt_max_degree: 10
start_kind: "flop"
sw_frac_of_total_pct: 18.5
fmax_mhz: 1060
critPathKind: "flop to output port"
worst_pin_slew_ns: 0.379
p_sw_mw: 0.134
globalRouteTotalUtil_pct: 2.54
worstPathRequired_ns: 0.80
cp_cell_sequence: "buf_2"
cts_max_path_buffers: 2
wl_per_cell_um: 8.93
drt_iter0_markers: 1
hp-class: "input port to async pin"
p_clk_share_pct: 35.7
ys_types: 4
synth_area_leader_cell: "dfrtp_1"
hold_viol: 0
crit_arrival_ns: 0.74
slew_violations: 0
fin_crit_sh_pct: 94.3
setup_viol_count_final: 0
ir_worst_vdd_mv: 0.641
outcome: "finished clean"
avgSynthCellArea_um2: 15.5
top_area_share_pct: 76.3
cp_slowest_cell: "dfrtp_1"
root_buffer: "clkbuf_4"
drc_errors: 0
drt_pass1_iterations: 4
via_count: 235
chipWidth_um: 80
dp.cells: 84
postSynthSeqShare_pct: 76.3
worst-path-buf-inv: 1
cpPeakStageDelay_ns: 0.38
maxCapViolCount: 0
insertion_delay_ns: 0.25
fp_util_pct: 8.64
die-area_um2: 6400
grt_pass1_wl_mm: 1.26
cp_max_fo: 2
diodes: 0
power_frac_comb_pct: 11.3
syn_to_final_growth_pct: 80.1
ys_warn_count: 1
drive_gt1_share_pct: 31.0
num_rows: 21
overflow: 0
ant_nets: 0
rsz0062_at_grt: "no"
nFillCells: 398
crit_path_end_kind: "output port"
synth_area_um2: 295
core_um2: 3420
routed_wl_um: 786
grt_pass1_vias: 289
ys.flops: 9
vias_per_cell: 2.67
dieHeight_um: 80
powerDensity_nw_per_um2: 1360
power_frac_seq_pct: 53.0
fin_setup_tns_ns: 0
-- per-layer routing --
layer,up-vias,track usage (%),routed length (µm)
met1,112,2.24,245
li1,111,-,-
met3,0,2.05,109
met4,0,0.528,0
met5,-,0,0
met2,12,4.41,430
-- cell families after synthesis --
family	share of synthesized area (%)
and+or+nand+nor	20.3
DFF	76.3
buffers and inverters	3.39
-- cells in the final DEF (no fill, tap or decap) --
cell,Yosys,final
clkdlybuf4s50_1,0,11
dfrtp_1,9,9
nand3b_1,8,8
buf_2,1,6
clkbuf_4,0,3
clkbuf_2,1,3
clkbuf_1,0,1
buf_4,0,1
-- cell usage after synthesis --
cell	n
dfrtp_1	9
buf_2	1
nand3b_1	8
clkbuf_2	1
-- repair_timing --
item	in CTS	in global routing
hold buffers	0	0
setup buffers	0	0
resized	26	3
endpoints found under the setup margin	9	3
-- path summary, 6_finish.rpt --
kind                               end  depth (start not counted)  slack, ns   from
min reg2reg                data_out[4]                          2       0.62  ready
max in group asynchronous  data_out[2]                          1       0.49  rst_n
min in group clk0                ready                          1       0.38     en
min                        data_out[5]                          1       0.23  rst_n
max                              ready                          1       0.06  ready
max reg2reg                data_out[7]                          2       0.29  ready
-- power by group through the flow --
stage     Sequential, mW  Combinational, mW  Clock (mW)
5_1_grt            0.385             0.0901       0.283
4_1_cts            0.383             0.0872       0.264
6_report           0.383             0.0817       0.258
-- registers in the layout, summed over array words and instances, names as in the netlist --
| signal | count |
|---|---|
| ready | 1 |
| data_out | 8 |
-- stage by stage --
| step | utilization [%] | hold slack (ns) | total power, mW | area (µm²) | setup WS [ns] |
|---|---|---|---|---|---|
| after detailed placement | 16.1 | 0.515 | 0.488 | 551 | -0.0634 |
| after CTS | 16.0 | 0.245 | 0.734 | 547 | 0.00334 |
| final | 15.6 | 0.234 | 0.722 | 532 | 0.0573 |
| after global routing | 15.6 | 0.260 | 0.758 | 532 | 0.00206 |
| after global placement | 16.1 | 0.508 | 0.487 | 551 | -0.0370 |
| after floorplan | - | -0.0956 | 0.405 | 295 | 0.347 |
-- layout make-up --
| cell class | count | area (µm²) | area share [%] |
|---|---|---|---|
| tap | 46 | 57.6 | 10.8 |
| multi-input combinational | 8 | 60.1 | 11.3 |
| sequential | 9 | 225 | 42.4 |
| timing repair buffer | 21 | 163 | 30.6 |
| clock buffer | 4 | 26.3 | 4.94 |
Power is estimated from default activity; no workload was simulated.
