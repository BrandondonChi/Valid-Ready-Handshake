==> flow/design.v <==
`timescale 1ns / 1ps
module Backward #( parameter DWIDTH = 8 ) 
(
   input  clk     ,    
   input  rst_n   ,   
   input   [DWIDTH-1 : 0] m_data   ,     
   input                  m_valid  ,     
   output                 m_ready  ,     
   output  [DWIDTH-1 : 0] s_data   ,     
   output                 s_valid  ,     
   input                  s_ready        
) ;
parameter S0  = 1'b0 ;
parameter S1  = 1'b1 ;
reg                state                                     ;        
reg [DWIDTH-1 : 0] data_rg, sparebuff_rg                     ;        
reg                valid_rg, sparebuff_valid_rg, ready_rg    ;        
wire               ready                                     ;        
always @(posedge clk) begin 
   if (!rst_n) begin
      state              <= S0 ;
      data_rg            <= '0   ;     
      sparebuff_rg       <= '0   ;
      valid_rg           <= 1'b0 ;
      sparebuff_valid_rg <= 1'b0 ;
      ready_rg           <= 1'b0 ;
   end
   else begin
      case (state)   
         S0 : begin          
            if (ready) begin
               data_rg            <= m_data  ;  
               valid_rg           <= m_valid ;
               ready_rg           <= 1'b1    ;               
            end
            else begin
               sparebuff_rg       <= m_data  ;
               sparebuff_valid_rg <= m_valid ;
               ready_rg           <= 1'b0    ;
               state           <= S1    ;
            end
         end
         S1 : begin       
            if (ready) begin
               data_rg  <= sparebuff_rg       ;
               valid_rg <= sparebuff_valid_rg ;               
               ready_rg <= 1'b1               ;
               state <= S0                    ;               
            end
         end
      endcase
   end
end
assign ready   = s_ready || ~valid_rg ;
assign m_ready = ready_rg             ;
assign s_data  = data_rg              ;
assign s_valid = valid_rg             ;
endmodule
==> flow/run.sh <==
#!/bin/bash
# OpenROAD 26Q1-2900-gdf79404cd8, Yosys 0.63+post, stock flow scripts
make -C /OpenROAD-flow-scripts/flow DESIGN_CONFIG=/design/flow/config.mk WORK_HOME=/design/flow/orfs finish
==> flow/config.mk <==
export PLATFORM = sky130hd
export DESIGN_NAME = Backward
export DESIGN_NICKNAME = Backward
export VERILOG_FILES = /design/flow/design.v
export SDC_FILE = /design/flow/constraint.sdc
export NUM_CORES = 4
export LEC_CHECK = 1
export CORE_AREA = 10 10 89 89
export DIE_AREA = 0 0 99 99
==> flow/constraint.sdc <==
current_design Backward

set clk_period 2.2
set clk_io_pct 0.2

create_clock -name clk0 -period $clk_period [get_ports {clk}]

set non_clock_inputs [all_inputs -no_clocks]
set_input_delay [expr $clk_period * $clk_io_pct] -clock clk0 $non_clock_inputs
set_output_delay [expr $clk_period * $clk_io_pct] -clock clk0 [all_outputs]
==> results_slide.txt <==
Synthesis and Place & Route Summary

Setup path
  • CP Launch Type: register
  • Slowest stage delay, CP: 0.53 ns
  • Arrival time worst endpoint: 1.29 ns
  • Req. time, crit path: 1.76 ns
  • R2R Setup Slk: 0.90 ns
  • Critical R2R Launch: state$_SDFF_PN0_
  • Worst Reg-to-Reg Cells: 3
  • CP top delay family: buffers and inverters
  • WP depth: 1
  • Cell Chain, Critical Path: clkdlybuf4s50_1
  • Buf/Inv on CP: 1
  • Critical path's slowest cell: clkdlybuf4s50_1
  • Kind of critical path: register to output port
  • Max FO, Critical Path: 12
  • Worst setup EP type: output port
  • R2r endpoint: sparebuff_rg[7]$_SDFFE_PN0P_

Synth
  • Top_reg_cell synth: dfxtp_1
  • Distinct cells, synth: 15
  • Mean post-synth cell area: 9.85 um2
  • Cells after Synth: 88
  • Ys cells: 88
  • Post-synth ARST share: 0%
  • Yosys Chip Area: 867 um2
  • Synthesis Warnings: 1
  • Register area share after synthesis: 46.2%
  • EDFF count, synth: 0
  • FF+latch count, synth: 20
  • Post-Syn Area: 867 um2

Layout
  • Syn-to-layout area delta: 35.4%
  • MI comb area: 405 um2
  • Layout fillers: 663
  • Reg area: 400 um2
  • Proportion of layout cells with a drive suffix above 1: 5.66%
  • Design Area, Final: 1170 um2

STA
  • Final hold vios: 0
  • Unrepaired setup endpoints after global routing: false
  • Final Critical Period: 1.73 ns
  • Final Max Tran Viols: 0
  • Setup TNS: 0 ns
  • Cycle use final: 78.5%
  • Clock skew: 0.00409 ns
  • # setup viols final: 0
  • WHS: 0.457 ns
  • Max-slew headroom: 57.4%
  • Fmax: 0.579 GHz
  • Worst Tran Pin Value: 0.638 ns
  • Final worst slack: 0.473 ns

Place
  • Routability cong.: 0.756
  • Pre-CTS setup slack: 0.378 ns
  • Placed wire-length estimate: 1.59 mm
  • Placed Area: 1130 um2
  • I/O Buffers: 21

Clock network
  • Setup bufs post-CTS: 0
  • Total CTS buffers: 3
  • Clk buf depth: 2
  • H-tree levels: 1
  • Reg clk slew, reported paths: 0.07 ns
  • CTS resizes: 0
  • Hold buffer count at cts: 0
  • Insertion Delay late pin: 0.25 ns
  • CTS tree: yes
  • # clock sinks: 20
  • Clock root buffer: clkbuf_8

Route
  • Diode count: 0
  • Drt first pass iters: 3
  • Vias: 638
  • Vias per inst: 3.52
  • Initial drt markers: 36
  • Post-detailed-route DRC marker count: 0
  • Post-route ant nets: 0
  • Wire length per cell: 11.2 um
  • Post-Route WL: 2.03 mm

Global route
  • Vias in the first global route: 678
  • GR Util All Layers: 4.39%
  • Global Route met1 Usage: 5.58%
  • Most Used Layer, Global Route: met2
  • Congestion Overflow GR: 0
  • GR Util met2: 6.86%
  • Global routing usage on met3: 2.11%
  • Global-route wire length before repair: 3.54 mm
  • Pin count of the biggest net entering global routing: 13
  • Initial antenna violation count: 0

Run
  • Tool warnings: 25
  • Maximum capacitance violations: 0

Power
  • Clock share of power: 31.3%
  • Comb power frac: 13.9%
  • Peak VDD IR: 212 uV
  • Seq pwr share: 54.8%
  • Pwr/cell area: 622 nW/um2
  • Leakage: 0.393 nW
  • P_sw: 0.000160 W
  • Pint: 0.000570 W
  • Net Sw Frac: 21.9%

Floorplan
  • Rows: 28
  • Overall die height: 99 um
  • Die Wd: 99 um
  • Core area: 5990 um2
  • Floorplan Utilization: 14.5%
  • Die ar.: 9800 um2
  • Io pins: 22

Outcome
  • Status: completed

Hold path
  • Hold EP: sparebuff_rg[4]$_SDFFE_PN0P_
  • Hold Crit Class: register to register
  • Worst Hold Depth: 2
  • HP Start: sparebuff_rg[4]$_SDFFE_PN0P_
worst min-delay path, delay by kind of cell (launching register included):
family	cells	cell delay, ns
flip-flops	1	0.31
multiplexers	1	0.05
AND/OR/NAND/NOR	1	0.05
stage by stage:
| stage | util, % | power (W) | std cells |
|---|---|---|---|
| final | 19.6 | 0.000730 | 181 |
| after global routing | 19.6 | 0.000770 | 181 |
| after CTS | 19.6 | 0.000743 | 181 |
| after detailed placement | 18.9 | 0.000513 | 178 |
| after global placement | 18.9 | 0.000511 | 178 |
| after floorplan | - | 0.000454 | 88 |
area by class of cell:
cell class,instances,area share [%]
flip-flops and latches,20,34.1
repair buffers,23,19.2
multi-input cells,58,34.5
well taps,75,8.00
inverters,2,0.640
clock buffers,3,3.52
routing by layer:
metal	wire [um]	part of all wire, %	vias to the layer above
li1	-	-	340
met1	968	48	282
met2	903	44	14
met3	148	7.3	2
met4	12	0.59	0
met5	0	0	-
layout by cell type (no fill, tap or decap), drive strengths merged, types with 2 or more instances in the layout:
cell,count
a211oi,8
buf,2
clkbuf,3
clkdlybuf4s50,21
dfxtp,20
inv,2
mux2i,18
nand2,19
nor3b,9
Yosys cell counts (2+ instances only):
master / instances / area share [%]
buf_2: 4 / 2.3
nand2_1: 19 / 8.2
a211oi_1: 8 / 6.9
inv_1: 2 / 0.87
mux2i_1: 18 / 21
nor3b_1: 8 / 6.9
buf_6: 2 / 2.6
dfxtp_1: 20 / 46
registers in the layout, summed over array words and instances (netlist names):
| register | cells |
|---|---|
| valid_rg | 1 |
| sparebuff_rg | 8 |
| state | 1 |
| ready_rg | 1 |
| data_rg | 8 |
| sparebuff_valid_rg | 1 |
worst max path at each step:
stage,from,end
after CTS,valid_rg$_SDFFE_PN0P_,s_valid
after global routing,valid_rg$_SDFFE_PN0P_,s_valid
final,valid_rg$_SDFFE_PN0P_,s_valid
power groups by stage:
stage	clock [W]	sequential (W)	combinational [W]
4_1_cts	0.000237	0.000400	0.000105
5_1_grt	0.000251	0.000404	0.000116
6_report	0.000228	0.000400	0.000102
cell families after synthesis:
family / share of synthesized area (%)
DFF: 46.2
and+or+nand+nor: 17.7
AOI/OAI and AO/OA: 8.23
muxes: 20.8
buffers and inverters: 7.07
Power and IR drop assume default switching activity.
